## flow/design.v

```verilog
module LUT (
    input       [3:0]		LutPointer,
    output logic[9:0]       absaddress
);
logic[9:0] core [2**4];
initial							     
    $readmemb("C:/Users/Steam/Documents/cse141L/ass/output_jmps.txt", core);
assign absaddress = core[LutPointer];
endmodule
module PC #(parameter D=10)(
  input reset,					 
        clk,
        jmp_en,
  input       [D-1:0] absaddress,
  output logic[D-1:0] prog_ctr,
  output done
);
  always_ff @(posedge clk) begin
    if(reset)
	    prog_ctr <= 'b0;
    else if(jmp_en)
	    prog_ctr <= absaddress;
    else
      prog_ctr <= prog_ctr + 'b1;
  end
  assign done = prog_ctr >= 2**(D) - 1;
endmodule
module alu(
    input [3:0] alu_op,
    input cin,
    input[7:0] input_A, input_B,	  
    output logic[7:0] out,
    output logic[2:0] flags
);
logic cflag;
logic nflag;
logic zflag;
logic cout;
always_comb begin
  cflag = 'b0;
  out = 'b0;
  case(alu_op)
    'b0001:  
      {cflag, out} = input_A + input_B; 
    'b0010:  
      {cflag, out} = input_A - input_B;  
    'b0011:  
      out = input_A << input_B;
    'b0100:  
      out = input_A >> input_B;
    'b0101:  
      out = input_A << input_B | input_A >> (7-input_B);
    'b0110:  
      out = input_A >> input_B | input_A << (input_B);
    'b0111:  
      out = input_A & input_B;
    'b1000:  
      out = input_A | input_B;
    'b1001:  
      out = input_A ^ input_B;
    'b1010:  
      out = ~input_A;
    'b1011:  
      out = 'b0;
    'b1100:  
      out = input_A >> (8 - input_B);
    default: begin
      cflag = 'b0;
      out = 'b0;
    end
  endcase
end
assign   nflag = out[7];
assign   zflag = !(|out);
assign   flags = {cflag, nflag, zflag};
endmodule
module control (
  input [8:0] instr,     
  input [2:0] alu_flags,
  output logic inv_b_mux,
                b_or_0_mux,
                b_or_1_mux,
                cin,
                pc_jmp_en,
                reg_wr_en,
                reg_loopback,
                dat_wr_en,
                dat_in_sel,
                alu_or_reg_to_dat_sel,
                regA_dual_output,
                use_reg1_out_for_dat_addr,
  output logic [3:0] alu_op,
  output logic [3:0] LutPointer
);
always_comb begin
  inv_b_mux = 'b0;
  b_or_1_mux = 'b0;
  b_or_0_mux = 'b0;
  cin = 'b0;
  alu_op = 4'b0000;
  LutPointer = 4'b0000;
  pc_jmp_en = 'b0;
  reg_wr_en = 'b0;
  reg_loopback = 'b0;
  dat_wr_en = 'b0;
  dat_in_sel = 'b0;
  alu_or_reg_to_dat_sel = 'b0;
  regA_dual_output = 'b0;
  use_reg1_out_for_dat_addr = 'b0;
  casez(instr[8:3])    
    'b000???: begin  
      cin = 1'b1;
      inv_b_mux = 1'b1;
      alu_op = 4'b0010;
    end
    'b001???: begin  
      reg_wr_en = 1'b1;
      reg_loopback = 1'b1;
    end
    'b01000?: begin  
      alu_op = 4'b0001;
      reg_wr_en = 1'b1;
    end
    'b01001?: begin  
      cin = 1'b1;
      inv_b_mux = 1'b1;
      alu_op = 4'b0010;
      reg_wr_en = 1'b1;
    end
    'b01010?: begin  
      alu_op = 4'b0011;
      reg_wr_en = 1'b1;
    end
    'b01011?: begin  
      alu_op = 4'b0101;
      reg_wr_en = 1'b1;
    end
    'b01100?: begin  
      alu_op = 4'b0111;
      reg_wr_en = 1'b1;
    end
    'b01101?: begin  
      alu_op = 'b1000;
      reg_wr_en = 1'b1;
    end
    'b01110?: begin  
      alu_op = 'b1001;
      reg_wr_en = 1'b1;
    end  
    'b10000?: begin  
      pc_jmp_en = !alu_flags[1];
      LutPointer = instr[3:0];
    end
    'b10001?: begin  
      pc_jmp_en = !alu_flags[1] & !alu_flags[0];  
      LutPointer = instr[3:0];
    end
    'b10010?: begin  
      pc_jmp_en = 1'b1;
      LutPointer = instr[3:0];
    end
    'b10011?: begin  
      pc_jmp_en = (!alu_flags[2] & !alu_flags[0]);  
      LutPointer = instr[3:0];
    end
    'b101000: begin  
      b_or_1_mux = 1'b1;
      alu_op = 4'b0001;
      reg_wr_en = 1'b1;
    end
    'b101001: begin  
      alu_op = 4'b0011;
      b_or_1_mux = 1'b1; 
      reg_wr_en = 1'b1;
    end
    'b101010: begin  
      alu_op = 4'b1100;
      reg_wr_en = 1'b1;
    end
    'b101011: begin  
      alu_op = 4'b1011;  
      reg_wr_en = 1'b1;
    end
    'b101100: begin  
      alu_op = 4'b1010;
      reg_wr_en = 1'b1;
    end
    'b101101: begin  
      alu_op = 4'b0100;
      b_or_1_mux = 1'b1;
      reg_wr_en = 1'b1;
    end
    'b101110: begin  
      reg_wr_en = 1'b1;
      alu_or_reg_to_dat_sel = 1'b1;  
      use_reg1_out_for_dat_addr = 1'b1;
    end
    'b101111: begin  
      dat_wr_en = 1'b1;
    end
    'b110000: begin  
      reg_wr_en = 1'b1;
      alu_or_reg_to_dat_sel = 1'b1;  
    end
    'b110001: begin  
      dat_wr_en = 1'b1;
      regA_dual_output = 1'b1;
      dat_in_sel = 1'b1;   
    end
  endcase
end
endmodule
module dat_mem (
	input[7:0] dat_in,
	input      clk,
	input      wr_en,	           
	input[7:0] addr,		         
	output logic[7:0] dat_out);
	logic[7:0] core[256];        
	assign dat_out = core[addr];
	always_ff @(posedge clk)
		if(wr_en)				   
			core[addr] <= dat_in; 
endmodule
module decoder (
    input [8:0] instr,    
    output logic [3:0] reg0, reg1,
    output logic [7:0] imm,
    output logic use_imm, imm_as_input_b,
    use_other_reg_bus);
always_comb begin
    imm = 'b0;
    use_imm = 'b0;
    reg0 = 'b0;
    reg1 = 'b1;
    imm_as_input_b = 'b0;
    use_other_reg_bus = 'b0;
    casez(instr)     
        'b00???????: begin  
            reg0 = instr[5:3];
            reg1 = instr[2:0];
            use_imm = 'b0;
        end  
        'b01???????: begin
            reg0 = {1'b0, instr[3:2]};
            reg1 = {1'b0, instr[1:0]};
            use_imm = 'b0;
        end  
        'b1000?????: begin  
            reg0 = 'b0;
            reg1 = 'b0;
            imm = {4'b0, instr[3:0]};
            use_imm = 'b1;
        end 
        'b1001?????: begin  
            reg0 = 'b0;
            reg1 = 'b0;
            imm = {4'b0, instr[3:0]};
            use_imm = 'b1;
        end 
        'b101010???: begin  
            reg0 = 'b0;
            reg1 = {instr[2:0]};
        end
        'b1010?????: begin  
            reg0 = {instr[2:0]};
            reg1 = 'b0;
            use_imm = 'b0;
        end 
        'b10110????: begin  
            reg0 = {instr[2:0]};
            reg1 = 'b0;
            use_imm = 'b0;
        end 
        'b101110???: begin  
            reg0 = 'b0;
            reg1 = {instr[2:0]};
            use_other_reg_bus = 'b1;
            use_imm = 'b0;
        end
        'b10111????: begin  
            reg0 = {instr[2:0]};
            reg1 = 'b0;
            use_imm = 'b0;
            use_other_reg_bus = 'b1;
        end 
        'b11000????: begin  
            reg0 = 'b0;
            reg1 = 'b0;
            imm = {4'b01000, instr[2:0]};
            use_imm = 'b1;
        end 
        default: begin
            reg0 = 'b0;
            reg1 = 'b0;
            imm = 'b0;
            use_imm = 'b0;
        end
    endcase
end
endmodule
module instr_ROM #(parameter D=10)(
  input       [D-1:0] prog_ctr,     
  output logic[8:0] mach_code);
  logic[8:0] core[2**D];  
  initial							     
    $readmemb("C:/Users/Steam/Documents/cse141L/ass/output_code.txt",core);
  always_comb mach_code = core[prog_ctr];
endmodule
module reg_file (
	input[7:0] 	dat_in,
	input      	clk,
	input      	wr_en,            
	input[3:0] 	rd_addr0,		   
				rd_addr1,
				wr_addr0,
	input[2:0] 	alu_flags,
	output logic[7:0] 	datA_out,  
						datB_out,
	output logic[2:0] alu_flag_ff);
  	logic[7:0] regs [8];     
	logic[2:0] alu_reg;
	assign datA_out = regs[rd_addr0];
	assign datB_out = regs[rd_addr1];
	assign alu_flag_ff = alu_reg;
	always_ff @(posedge clk) begin
		if(wr_en)				   
			regs [wr_addr0] <= dat_in; 
		regs[7] <= {7'b0, alu_flags[2]};
		alu_reg <= alu_flags;
	end
endmodule
module top (
    input   clk,
            start,
    output  done
);
    logic[9:0] absaddress;
    logic[3:0] LutPointer;
    LUT lut0(.LutPointer(LutPointer), .absaddress(absaddress));
    logic reset;
    assign reset = start;
    logic pc_jmp_en;
    logic [9:0] pc;
    logic[2:0] alu_flags;
    logic[2:0] alu_flag_ff;
    PC pc0 (.reset(reset), .clk(clk), 
            .jmp_en (pc_jmp_en),
            .prog_ctr(pc), 
            .absaddress(absaddress),
            .done(done));
    logic [8:0] inst;
    instr_ROM rom (.prog_ctr(pc), .mach_code(inst));
    logic inv_b_mux,
            b_or_0_mux,
            b_or_1_mux,
            cin,
            reg_wr_en,
            reg_loopback,
            dat_wr_en,
            dat_in_sel,
            alu_or_reg_to_dat_sel,
            use_reg1_out_for_dat_addr;
    logic [3:0] alu_op;
    logic regA_dual_output;
    control control0 (.instr(inst), .alu_flags(alu_flag_ff), .LutPointer(LutPointer),
        .inv_b_mux(inv_b_mux), .b_or_1_mux(b_or_1_mux), .b_or_0_mux(b_or_0_mux),
        .cin(cin), .pc_jmp_en(pc_jmp_en), .reg_wr_en(reg_wr_en), .reg_loopback(reg_loopback),
        .dat_wr_en(dat_wr_en), .dat_in_sel(dat_in_sel), .alu_or_reg_to_dat_sel(alu_or_reg_to_dat_sel),
        .regA_dual_output(regA_dual_output),
        .alu_op(alu_op),
        .use_reg1_out_for_dat_addr        (use_reg1_out_for_dat_addr));
    logic [3:0] reg0, reg1;
    logic [7:0] imm;
    logic use_imm;
    logic imm_as_input_b;
    logic use_other_reg_bus;
    decoder decode0 (.instr(inst), .reg0(reg0), .reg1(reg1), .imm(imm), 
        .use_imm(use_imm), .imm_as_input_b(imm_as_input_b), .use_other_reg_bus(use_other_reg_bus));
    logic[7:0] reg_dat_in;
    logic[7:0] reg_datA_out, reg_datB_out;
    logic [7:0] b_or_1;
    assign b_or_1 = b_or_1_mux ? 8'b00000001 : (imm_as_input_b ? imm : reg_datB_out);
    logic [3:0] wr_bus;
    logic wr_reg_sel;
    assign wr_reg_sel = reg_loopback;
    assign wr_bus = wr_reg_sel ? reg1 : reg0;
    reg_file regfile0 (.dat_in(reg_dat_in), .clk(clk), .wr_en(reg_wr_en),
        .rd_addr0(reg0), .rd_addr1(reg1), .datA_out(reg_datA_out),
        .datB_out(reg_datB_out), .alu_flags(alu_flags), .alu_flag_ff(alu_flag_ff),
        .wr_addr0(wr_bus));
    logic[7:0] alu_out;
    logic [7:0] imm_value;
    assign imm_value = use_imm ? imm : (use_reg1_out_for_dat_addr ? reg_datB_out : reg_datA_out);
    alu alu0 (.alu_op(alu_op),
     .cin(cin), 
     .input_A(reg_datA_out), 
     .input_B(b_or_1), 
     .out(alu_out), 
     .flags(alu_flags));
    logic[7:0] dat_mem_out;
    logic[7:0] dat_mem_in;
    assign dat_mem_in = regA_dual_output ? reg_datA_out : (use_other_reg_bus ? reg_datB_out : alu_out);
    logic [7:0] DEBUG_data_addr;
    assign DEBUG_data_addr = dat_wr_en ? imm_value : 'b0;
    dat_mem dm (.dat_in(dat_mem_in), 
        .clk(clk), .wr_en(dat_wr_en), .addr(imm_value), .dat_out(dat_mem_out));
    assign reg_dat_in = reg_loopback ? reg_datA_out : (alu_or_reg_to_dat_sel ? dat_mem_out : alu_out);
endmodule
```

## flow/run.sh

```bash
#!/bin/bash
# OpenROAD 26Q1-2900-gdf79404cd8, Yosys 0.63+post, stock flow scripts
make -C /OpenROAD-flow-scripts/flow DESIGN_CONFIG=/design/flow/config.mk WORK_HOME=/design/flow/orfs finish
```

## flow/config.mk

```make
export PLATFORM = sky130hd
export DESIGN_NAME = top
export DESIGN_NICKNAME = top
export VERILOG_FILES = /design/flow/design.v
export SDC_FILE = /design/flow/constraint.sdc
export NUM_CORES = 4
export LEC_CHECK = 1
export CORE_AREA = 10 10 70 70
export DIE_AREA = 0 0 80 80
export SYNTH_HDL_FRONTEND = slang
export SYNTH_MEMORY_MAX_BITS = 65536
```

## flow/constraint.sdc

```tcl
current_design top

set clk_period 1.7
set clk_io_pct 0.2

create_clock -name clk0 -period $clk_period [get_ports {clk}]

set non_clock_inputs [all_inputs -no_clocks]
set_input_delay [expr $clk_period * $clk_io_pct] -clock clk0 $non_clock_inputs
set_output_delay [expr $clk_period * $clk_io_pct] -clock clk0 [all_outputs]
```

==> results_slide.txt <==
Physical Implementation Snapshot

Run status
  – Outcome: finished clean

Layout
  – Syn-to-layout area delta: 38.0%
  – Final std cells w/o fill: approximately 100
  – Top Layout Cells: dfxtp_1, buf_4, nor2_1
  – Share of cells above drive strength 1: 0.345
  – Top flop regs: pc0.prog_ctr: 10 flops
  – Biggest register: pc0.prog_ctr
  – Post-layout util: 0.173
  – Fill count: around 390
  – Max FFs per register: 10
  – Fin area: about 600 um^2

Place
  – RePlAce Congestion: ~0.8
  – Pre-CTS WS: between 0.02 and 0.03 ns
  – IO Port Bufs: 2
  – Cells after DPL: 101
  – Final HPWL DP: 577 um
  – Placed Area: 562 um^2

Floorplanning
  – Chip width: about 80 um
  – Core area: around 3400 um^2
  – Die Height: about 80 um
  – Initial core utilization: 0.125
  – Die area: ~6400 um^2
  – Row count: 21
  – I/O pin count: 3

Power and ir drop
  – Pleak: 0.000211 uW
  – Power Density: between 700 and 800 nW/um^2
  – Maximum vdd drop: between 400 and 500 uV

GRT
  – First-pass GRT wire length: around 1500 um
  – Vias in the first global route: 345
  – Initial antenna violation count: 0
  – Largest net degree at the start of global routing: 10
  – Global Route Usage Sum: 0.0288
  – Grt total ovfl: 0

Detailed routing
  – Post-route antenna net violation count: 0
  – Routed WL: between 800 and 900 um
  – Via count: 365
  – # diodes: 0
  – Drt first pass iters: 4
  – Iter 0 DRT Violations: 14
  – Via-to-Cell Ratio: roughly 3.5
  – DR WL/cell: just under 8 um
  – DRC viols: 0

Synthesis
  – Mapped Area: roughly 430 um^2
  – Library cells used by synthesis: 22
  – Top area contributor share: 0.468
  – Yosys stat cell total: between 40 and 50
  – Yosys stat area: ~430 um^2
  – Synth area leader: dfxtp_1
  – Largest cells by area: dfxtp_1, nor2_1, a21oi_1
  – Cells after Synth: 46
  – Registers, synthesis: 10
  – Yosys warning tally: 0
  – Post-synth seq share: 0.468
  – Syn_area_per_cell: 9.30 um^2

Final timing
  – Final setup TNS: 0 ns
  – Fmax: approximately 650 MHz
  – Layout Skew: about 0.0049 ns
  – Final setup margin: around 0.15 ns
  – RSZ-0062 raised after global routing: no
  – Post-layout period usage: 0.910
  – Final worst path period need: 1.55 ns
  – Final Hold Violation Tally: 0
  – Slew Limit Fails: 0
  – Slew @ Worst Pin: slightly above 0.3 ns
  – Max_slew headroom: 0.794
  – Final Setup Violations: 0

Critical path
  – Crit path launch type: register
  – Crit path buffers/inverters: 1
  – Critical-path cell list: ha_2 > nand3_1 > nor4_2 > buf_2
  – Worst path top cell family by delay: flip-flops
  – Crit-path max FO: 2
  – Slowest stage cell, crit path: dfxtp_2
  – Crit Path Class: register to output port
  – Worst EP arrival: approximately 1.2 ns
  – Crit path DRT: 1.36 ns
  – Crit path capture type: output port
  – CP peak stage delay: around 0.33 ns

CTS
  – Max clock buf depth: 2
  – TritonCTS sink count: 10
  – CTS Root Cell: clkbuf_4
  – CTS clk-pin slew, worst paths: about 0.06 ns
  – Late-Pin Clk Latency: between 0.2 and 0.3 ns
  – Hold buffers post-CTS: 0
  – CTS tree: done
  – CTS buffer count: 3
  – Htree depth: 1

Min path
  – Worst min-delay path class: register to register

Run
  – # Max-Cap Violations: 0
  – Count of tool warnings: 25
worst reg2reg max path: stages (launching register included):
cell,delay [ns]
dfxtp_2,0.32
ha_2,0.18
buf_4,0.13
and4_1,0.19
nand4_1,0.10
mux2_2,0.32
stage by stage:
stage               total power (uW)  hold WS (ns)
finish                           433         0.489
global placement                 279         0.464
global route                     462         0.516
CTS                              440         0.488
floorplan                        262         0.430
detailed placement               280         0.468
routing by layer:
layer / vias up / GRT usage / wire [um]
met5: - / 0 / 0
met4: 0 / 0.00704 / 21
met3: 2 / 0.0182 / 58
met2: 5 / 0.0377 / 330
met1: 166 / 0.0384 / 399
li1: 192 / - / -
worst paths after layout:
kind,to,from,cells past startpoint,slack [ns]
setup / recovery,done,pc0.prog_ctr[0],4,0.15
hold / removal,pc0.prog_ctr[9],pc0.prog_ctr[9],2,0.49
setup reg to reg,pc0.prog_ctr[8],pc0.prog_ctr[0],5,0.35
hold reg to reg,pc0.prog_ctr[9],pc0.prog_ctr[9],2,0.49
Yosys cell counts:
| cell | number |
|---|---|
| dfxtp_1 | 10 |
| nor2_1 | 6 |
| a21oi_1 | 4 |
| inv_1 | 2 |
| nand3_1 | 2 |
| nand4_1 | 2 |
| nor2b_1 | 2 |
| o31ai_1 | 2 |
| or4_1 | 2 |
| xnor2_1 | 2 |
| a31o_2 | 1 |
| and4_1 | 1 |
| clkbuf_1 | 1 |
| ha_1 | 1 |
| mux2_2 | 1 |
| nand2_1 | 1 |
| nand2b_1 | 1 |
| nand4_2 | 1 |
| nor4_1 | 1 |
| o21ai_0 | 1 |
| or3_2 | 1 |
| xor2_1 | 1 |
area by class of cell:
type,instances,area (um^2),share of cell area
Clock buffer,3,22.5,0.0381
Inverter,2,7.51,0.0127
Multi-Input combinational cell,33,225,0.381
Sequential cell,10,203,0.343
Tap cell,46,57.6,0.0975
Timing Repair Buffer,10,75.1,0.127
cell families after synthesis:
kind of cell / Yosys count / synth area share
XOR/XNOR: 3 / 0.0614
multiplexers: 1 / 0.0263
adder cells (fa/ha/maj): 1 / 0.0292
buffers and inverters: 3 / 0.0263
flip-flops: 10 / 0.468
AND/OR/NAND/NOR: 20 / 0.275
AND-OR/OR-AND: 8 / 0.114
where the power goes:
group          internal, uW  switching (uW)
Sequential              241            3.30
Combinational          18.5            13.7
Clock                  81.5            75.1
timing repair:
action                                  CTS  global route
endpoints found under the setup margin    1             1
buffers inserted                          0             0
gates resized                             6             1
pin swaps                                 1             1
Power and IR drop assume default switching activity.

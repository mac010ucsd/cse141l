File: ./run.sh
#!/bin/bash
# OpenROAD 26Q1-2900-gdf79404cd8, Yosys 0.63+post, stock flow scripts
make -C /OpenROAD-flow-scripts/flow DESIGN_CONFIG=/design/flow/config.mk WORK_HOME=/design/flow/orfs finish
File: ./config.mk
export PLATFORM = sky130hd
export DESIGN_NAME = shifter
export DESIGN_NICKNAME = shifter
export VERILOG_FILES = /design/flow/design.v
export SDC_FILE = /design/flow/constraint.sdc
export NUM_CORES = 4
export LEC_CHECK = 1
export CORE_AREA = 10 10 74 74
export DIE_AREA = 0 0 84 84
export SYNTH_HDL_FRONTEND = slang
File: ./constraint.sdc
current_design shifter

set clk_period 5.1
set clk_io_pct 0.2

create_clock -name clk0 -period $clk_period

set non_clock_inputs [all_inputs -no_clocks]
set_input_delay [expr $clk_period * $clk_io_pct] -clock clk0 $non_clock_inputs
set_output_delay [expr $clk_period * $clk_io_pct] -clock clk0 [all_outputs]
File: ./design.v
module shifter(
    input[7:0] input_A, input_B,	  
    input dir, mode,
    output logic[7:0] out
);
always_comb begin 
    case ({dir, mode})
        2'b00:
            out = input_A << input_B;
        2'b01:
            out = input_A << input_B | input_A >> (7-input_B);
        2'b10:
            out = input_A >> input_B;
        2'b11:            
            out = input_A >> input_B | input_A << (input_B);
    endcase
end
endmodule
==> ci_impl_report.md <==
### Metrics collected by this job

| Metric | Value |
|---|---|
| Row count | `23` |
| Initial core utilization | `between 20% and 30%` |
| WL per Instance | `15.91 um` |
| Number of max-cap violations | `0` |
| Path category of the worst min-delay check | `input port to output pin` |
| Netlist area before placement | `818.3 sq um` |
| Number of warnings in the stage logs | `32` |
| Critical path's most frequent cell | `mux2i_1` |
| Chip area in the Yosys report | `~820 sq um` |
| Placed wire-length estimate after detailed placement | `2040 um` |
| Number of buffer and inverter stages on the critical path | `3` |
| Overall routed net length | `about 2600 um` |
| Slew @ Worst Pin | `0.8275 ns` |
| Gate Count Post-Synth | `92` |
| Total negative setup slack | `0 ns` |
| Chip height | `84 um` |
| Data arrival time of the critical path | `3.50 ns` |
| Initial detailed-routing violation count | `32` |
| Required time at the endpoint of the critical path | `4.08 ns` |
| Tally of unique sky130hd cells used after synthesis | `37` |
| Final hold slack | `3.176 ns` |
| Die boundary width | `84 um` |
| Utilization of the core after routing | `28.04%` |
| Number of global-route vias before repair | `between 900 and 1000` |
| Setup fix buffers added after clock tree synthesis | `0` |
| Number of endpoints with negative hold slack in the final report | `0` |
| Delay of the slowest cell on the worst path | `1.01 ns` |
| Number of warnings issued by yosys | `0` |
| Setup-failing EPs final | `0` |
| RD Place Congestion | `slightly below 0.9` |
| Top cell family by delay on the critical path | `buffers and inverters` |
| Top post-synthesis cells by area | `mux2i_1 (16%), mux4_2 (14%), mux4_1 (9.6%)` |
| Critical path's slowest cell | `clkdlybuf4s50_1` |
| Minimum clock period | `4.522 ns` |
| Element type at the critical path end | `output pin` |
| Growth of design area from synthesis to finish | `36.09%` |
| Post-layout period usage | `88.66%` |
| Number of filler cells placed in the layout | `411` |
| Pleak | `0.3798 nW` |
| Core area | `3971 sq um` |
| Final instance count without filler cells | `between 150 and 200` |
| Sort of element at the start of the critical path | `input port` |
| Run status | `complete, no violations` |
| Cell-by-cell trace of the critical path | `clkdlybuf4s50_1 > buf_4 > mux2i_1 > mux2i_1 > mux2i_1 > o32ai_1 > clkdlybuf4s50_1` |
| Setup Crit Path Kind | `input port to output pin` |
| Leading area contributor after synthesis | `mux2i_1` |
| Cell Pwr Density | `69.22 nW/um^2` |
| Max frequency | `0.2212 GHz` |
| Wire length of the first global-routing pass | `about 4400 um` |
| Number of clock buffer instances in the layout | `0` |
| I/O pins | `26` |
| Critical Path Fanout Max | `18` |
| Total Die Area | `7056 sq um` |
| Number of placed cells counting well taps | `163` |
| Share of the yosys chip area belonging to registers | `0%` |
| GRT Overall Usage | `7.059%` |
| Number of cells in the yosys synthesis report | `92` |
| Max-slew violations | `0` |
| Layout cell share with drive strength beyond 1 | `14.16%` |
| Count of flip-flops and latches | `0` |
| Total number of vias | `878` |
| Pwr Total | `0.00007708 W` |
| Post_cts resized | `0` |
| Maximum resistive drop on vdd | `slightly below 0.05 mV` |
| Mean instance size in the synthesized netlist | `just under 9 sq um` |
| Initial antenna violation count | `0` |
| Remaining number of nets flagged by the antenna check after routing | `0` |
| Area taken by flip-flops and latches | `0 sq um` |
| Worst rel slew slack | `around 45%` |
| RSZ-0062 raised after global routing | `false` |
| Post-cts hold-fix buffer tally | `0` |
| Antenna cells | `0` |
| Port buffer count | `26` |
| Area leader share | `15.90%` |
| Number of optimization iterations in the first detailed-route pass | `4` |
| Number of remaining DRC errors | `0` |
| Via-to-Cell Ratio | `around 5.4` |
| Total gr overflow | `0` |
| Pin count of the biggest net entering global routing | `19` |
==> layout make-up <==
cell class	instances	area (sq um)	share of cell area, %
inverters	3	11.26	1.011
well taps	50	62.56	5.618
repair buffers	29	282.8	25.39
multi-input cells	81	757.0	67.98
==> through the flow <==
step                      cell area, sq um  worst slack, ns
after CTS                             1114           0.5645
after global routing                  1114           0.3986
after detailed placement              1114           0.5748
after global placement                1114           0.5616
after floorplan                      818.3            1.937
final                                 1114           0.5782
==> worst paths after layout <==
check  startpoint      to  cells after the start
max    input_B[1]  out[4]                      7
min    input_B[6]  out[7]                      4
==> per-layer routing <==
metal	global-route usage [%]	vias up	wire length [um]
met4	0.4566	0	19
met1	10.88	400	1391
met3	2.461	2	233
met2	9.408	51	948
li1	-	425	-
met5	0	-	0
==> tightest hold or removal path, stage by stage <==
cell and delay (ns):
clkdlybuf4s50_1 0.44, or4_1 0.22, a21oi_1 0.07, clkdlybuf4s50_1 0.40
==> cells in the mapped netlist, drive strengths merged (2+ instances only) <==
cell    instances
mux4            8
and3            3
a22oi           6
nand3b          2
a211oi          3
nor3b           4
nor3            4
a32oi           2
buf             7
a21oi           7
nand2b          3
inv             2
mux2            4
o21ai           3
nor2            2
mux2i          13
nand3           3
nor2b           3
==> report_power, final <==
group | internal (W) | switching [W] | leakage [nW]
combinational | 0.0000406 | 0.0000365 | 0.380
sequential | 0 | 0 | 0
clock | 0 | 0 | 0
==> cells in the final DEF, fill, tap and decap left out, drive strengths merged, types with 2 or more instances in the layout <==
cell type and count:
inv 2, a21oi 7, mux2 4, nor2 2
a22oi 6, a32oi 2, clkdlybuf4s50 26, nor3b 4
mux4 8, a211oi 3, nand3 3, buf 3
mux2i 13, nor2b 3, and3 3, o21ai 3
nand2b 3, nand3b 2, nor3 4
==> cells by family after synthesis <==
logic type / share of synthesized area (%)
simple gates: 23.85
compound gates: 22.32
mux: 44.80
buf+inv: 7.491
fa+ha+maj: 1.529
No activity file was given, so power comes from the tool's default toggle rates.

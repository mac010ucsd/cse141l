==> ./design.v <==
module widemux(
    input[7:0] in0, in1, in2, in3, in4, in5, in6, in7,	  
    input[2:0] sel,
    output logic[7:0] out
);
always_comb begin 
  case(sel)
    3'b000:
      out = in0;
    3'b001:
      out = in1;
    3'b010:
      out = in2;
    3'b011:
      out = in3;
    3'b100:
      out = in4;
    3'b101:
      out = in5;
    3'b110:
      out = in6;
    3'b111:
      out = in7;
  endcase
end
endmodule
==> ./run.sh <==
#!/bin/bash
# OpenROAD 26Q1-2900-gdf79404cd8, Yosys 0.63+post, stock flow scripts
make -C /OpenROAD-flow-scripts/flow DESIGN_CONFIG=/design/flow/config.mk WORK_HOME=/design/flow/orfs finish
==> ./config.mk <==
export PLATFORM = sky130hd
export DESIGN_NAME = widemux
export DESIGN_NICKNAME = widemux
export VERILOG_FILES = /design/flow/design.v
export SDC_FILE = /design/flow/constraint.sdc
export NUM_CORES = 4
export LEC_CHECK = 1
export CORE_AREA = 10 10 70 70
export DIE_AREA = 0 0 80 80
export SYNTH_HDL_FRONTEND = slang
==> ./constraint.sdc <==
current_design widemux

set clk_period 2.1
set clk_io_pct 0.2

create_clock -name clk0 -period $clk_period

set non_clock_inputs [all_inputs -no_clocks]
set_input_delay [expr $clk_period * $clk_io_pct] -clock clk0 $non_clock_inputs
set_output_delay [expr $clk_period * $clk_io_pct] -clock clk0 [all_outputs]
==> results.toml <==
# yosys + openroad results
[drt]
drt_first_iter_violations = 7
viasPerCell = 4.22
drt_wl_total_microns = 2860
drtPass1Iterations = 2
ant_nets = 0
num_antenna_cells = 0
wire_per_inst_microns = 17.1
drc = 0
vias = 704

[setup_path]
slowest_stage = "mux4_2"
critPathBufInv = 2
cp_top_family = "multiplexers"
critPathMaxFanout = 1
crit_chain = "clkdlybuf4s50_1 -> mux4_2 -> mux2_4 -> buf_6"
worst_ep_required_time_ns = 1.68
critical_path_arrival_ns = 1.66
cp_slowest_stage_delay_ns = 0.46
critical_path_class = "primary input to primary output"
cp-start-kind = "primary input"
cp-end-kind = "primary output"

[floorplan]
die_h_microns = 80
initial_utilization = 0.166
core_area_sq_um = 3420
die_x_microns = 80
io_pins = 75
dieArea_sq_um = 6400
row_count = 21

[job]
warning_count = 32
max_cap_violations = 0

[min_path]
hold_class = "primary input to primary output"

[logic_synthesis]
mux_area_frac = 0.826
top_logic_kind = "multiplexers"
simple_gate_share = 0.0441
synth_area_per_cell_sq_um = 14.6
yosys_cells = 39
xor_share = 0
synthAoiAreaFrac = 0.0595
synth_seq_share = 0
yosysUniqueCellTypes = 17
yosysWarningCount = 0
yosysChipArea_sq_um = 568
adder_share = 0
synth_area_sq_um = 568
synth_cells = 39

[final_timing]
clock.fmax_mhz = 481
maxSlewHeadroom = 0.823
period_used_share = 0.990
maxSlewViolCount = 0
setup_viol = 0
worstMarginPinSlew_ns = 0.266
final_hold_viol_count = 0
finalCriticalPeriod_ns = 2.08
fin_ws_ns = 0.0209

[power_and_ir_drop]
power_density_nw_per_um2 = 186
ir_drop_mv = 0.0741
p_leak_nw = 0.880
finalPower_uw = 288

[grt]
grt_pass1_vias = 803
grt_overflow = 0
grt_pass1_wl_microns = 4400
antenna_found_initial = 0
grt_usage = 0.0862
grt_max_degree = 10

[cells_and_area]
regArea_sq_um = 0
fin_util = 0.454
seq_cells = 0
clock_buffers = 0
final_cells = 167
drive_above_1_share = 0.355
syn_to_final_growth_pct = 173

[placed_design]
place.gp.congestion = 0.738
dp.cells = 161
dpl.hpwl_microns = 2260
pre_cts_slack_ns = -0.672
io_buffers = 75

[status]
outcome = "finished clean"

[clock_tree]
cts.hold.buffers_added = 0
cell usage in the layout (no fill, tap or decap), types with 2 or more instances in the layout:
| cell type | instances |
|---|---|
| dlymetal6s2s_1 | 31 |
| clkdlybuf4s50_1 | 26 |
| mux4_2 | 14 |
| dlygate4sd2_1 | 8 |
| mux2_4 | 7 |
| buf_6 | 6 |
| buf_4 | 6 |
| buf_2 | 4 |
| mux2i_1 | 3 |
| buf_12 | 2 |
kinds of logic after synthesis:
family / count (synthesis)
muxes: 24
AOI/OAI and AO/OA: 5
and+or+nand+nor: 4
buffers and inverters: 6
path summary, 6_finish.rpt:
check | startpoint | cells past startpoint | endpoint | slack (ns)
max | in7[7] | 4 | out[7] | 0.02
min | in2[5] | 4 | out[5] | 1.35
report_power, final:
group	leakage, nW	total, mW	switching (mW)	internal, mW
Clock	0	0	0	0
Combinational	0.880	0.288	0.0671	0.221
Sequential	0	0	0	0
Total	0.880	0.288	0.0671	0.221
per-stage QoR:
step           hold slack [ns]  instance area, sq um  setup TNS (ns)
2_1_floorplan            0.981                   568               0
5_1_grt                   1.37                  1550        -0.00699
3_3_place_gp              1.85                  1410           -5.16
4_1_cts                   1.48                  1440               0
6_report                  1.35                  1550               0
3_5_place_dp              1.85                  1410           -5.25
layer usage:
layer,up-vias,part of all wire,track usage
li1,341,-,-
met5,-,0,0
met1,321,0.43,0.116
met4,0,0,0
met2,42,0.46,0.134
met3,0,0.12,0.0375
worst min-delay path, stage by stage:
cell and delay, ns:
dlymetal6s2s_1 0.08, mux4_2 0.22, mux2_4 0.14, buf_6 0.08
cell type report:
| cell class | count | area, sq um |
|---|---|---|
| fillers | 340 | 1860 |
| repair buffers | 87 | 976 |
| multi-input cells | 33 | 514 |
| well taps | 46 | 57.6 |
| inverters | 1 | 3.75 |
cell usage after synthesis:
master	count	area, sq um
mux4_1	12	315
mux2_2	7	78.8
mux2i_1	3	30.0
buf_2	2	10.0
buf_6	2	22.5
mux4_2	2	45.0
a211oi_1	1	7.51
a2bb2oi_1	1	8.76
a31oi_1	1	6.26
clkbuf_1	1	3.75
inv_1	1	3.75
nand2_1	1	3.75
nand2b_1	1	6.26
nor3_1	1	5.00
o21ai_0	1	5.00
o22ai_1	1	6.26
or4b_1	1	10.0
what timing repair did:
item / CTS / global route
gates resized: 65 / 36
setup endpoints to repair: 8 / 8
gates cloned: 2 / 0
setup buffers: 3 / 1
pin swaps: 2 / 2
endpoints found under the hold margin: 0 / 0
Power is estimated from default activity; no workload was simulated.
